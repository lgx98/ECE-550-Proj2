===== ./run.sh =====
#!/bin/bash
# OpenROAD 26Q1-2900-gdf79404cd8, Yosys 0.63+post, stock flow scripts
make -C /OpenROAD-flow-scripts/flow DESIGN_CONFIG=/design/flow/config.mk WORK_HOME=/design/flow/orfs finish

===== ./config.mk =====
export PLATFORM = sky130hd
export DESIGN_NAME = decoder_precoding
export DESIGN_NICKNAME = decoder_precoding
export VERILOG_FILES = /design/flow/design.v
export SDC_FILE = /design/flow/constraint.sdc
export NUM_CORES = 4
export LEC_CHECK = 1
export CORE_AREA = 10 10 70 70
export DIE_AREA = 0 0 80 80

===== ./constraint.sdc =====
current_design decoder_precoding

set clk_period 1.2
set clk_io_pct 0.2

create_clock -name clk0 -period $clk_period

set non_clock_inputs [all_inputs -no_clocks]
set_input_delay [expr $clk_period * $clk_io_pct] -clock clk0 $non_clock_inputs
set_output_delay [expr $clk_period * $clk_io_pct] -clock clk0 [all_outputs]

===== ./design.v =====
module and_arr #(parameter Width = 5)
                (input [Width - 1:0] in,
                 output out);
    wire [Width - 1:0] temp;
    assign temp[0] = in[0];
    genvar i;
    generate
        for (i = 1; i < Width; i = i + 1) begin: gen_and
            and u_and(temp[i], in[i], temp[i-1]);
        end
    endgenerate
    assign out = temp[Width - 1];
endmodule
module decoder #(parameter n = 5)
                (input [n-1:0] sel,
                 output [(1<<n)-1:0] out);
    parameter WIDTH = 1<<n;
    wire [n-1:0] selN;
    genvar i;
    generate
        for (i = 0; i < n; i = i + 1) begin: gen_neg_sel
            not u_not(selN[i], sel[i]);
        end
    endgenerate
    wire [n-1:0] and_inputs [WIDTH-1:0];
    genvar j;
    generate
        for (i = 0; i < WIDTH; i = i + 1) begin: gen_and_input
            for (j = 0; j < n; j = j + 1) begin: gen_and_input_each_bit
                if ((i>>j)%2==1) begin
                    assign and_inputs[i][j] = sel[j];
                end else begin
                    assign and_inputs[i][j] = selN[j];
                end
            end
            and_arr #(.Width(n))
                u_and_arr (
                    .in(and_inputs[i]),
                    .out(out[i])
                );
        end
    endgenerate
endmodule
module decoder_precoding (input [4:0] sel,
                          output [31:0] out);
    wire [7:0] predec0_out;
    decoder #(.n(3)) decoder0(
        .sel(sel[4:2]),
        .out(predec0_out)
    );
    wire [3:0] predec1_out;
    decoder #(.n(2)) decoder1(
        .sel(sel[1:0]),
        .out(predec1_out)
    );
    genvar i;
    generate
        for (i = 0; i < 32; i = i + 1) begin: gen_postdec
            and u_and(out[i], predec0_out[i / 4], predec1_out[i % 4]);
        end
    endgenerate
endmodule

==> impl_table.tex <==
% Implementation results table
\begin{tabular}{lr}
\hline
Metric & Value \\
\hline
\multicolumn{2}{l}{\textbf{Status}} \\
Run status & finished, violations left \\
Violated checks & setup timing \\
\multicolumn{2}{l}{\textbf{Global route}} \\
Vias in the first global route & between 400 and 500 \\
Initial antenna violation count & 0 \\
Remaining Overflow, GRT & 0 \\
Largest net degree at the start of global routing & 9 \\
Global-route usage over all layers & roughly 4.8\% \\
First-pass GRT wire length & 2.566 mm \\
\multicolumn{2}{l}{\textbf{Drt}} \\
Diode count & 0 \\
Number of violations reported at the end of detailed-routing iteration 0 & 16 \\
DRT antenna net count & 0 \\
Via count of the routed design & 514 \\
DRC violation count after routing & 0 \\
Via density & between 3 and 4 \\
Routed wire length & about 1.8 mm \\
Number of search-and-repair iterations in the first detailed-routing pass & 4 \\
Avg WL per Cell & about 12 um \\
\multicolumn{2}{l}{\textbf{Worst setup path}} \\
Ordered cell list for the critical path & buf\_8, or3b\_4, buf\_6, buf\_6, nor2\_4, buf\_2 \\
CP peak stage delay & around 400 ps \\
Critical path data required time & 960 ps \\
CP endpoint kind & primary output \\
Cell repeated most along the worst path & sky130\_fd\_sc\_hd\_\_buf\_6 \\
Arrival time reported for the critical path endpoint & 1140 ps \\
Crit path buf inv count & 4 \\
Worst Setup Path Type & in2out \\
Standard cell with the maximum stage delay on the critical path & sky130\_fd\_sc\_hd\_\_or3b\_4 \\
Critical Path Start Type & primary input \\
Family of cells with the greatest summed delay on the critical path & simple AND/OR/NAND/NOR gates \\
Largest fanout on the critical path & 5 \\
\multicolumn{2}{l}{\textbf{Placed design}} \\
Number of I/O port buffers & 37 \\
Post-DP HPWL & roughly 1.3 mm \\
Post-placement cell area & around 650 sq um \\
Weighted congestion reported at the end of routability-driven placement & around 0.72 \\
\multicolumn{2}{l}{\textbf{Die}} \\
Core region area & 3416 sq um \\
Pre-placement core utilization & under 10\% \\
Number of standard-cell rows in the floorplan & 21 \\
Top-level I/O count & 37 \\
Die outline height & about 80 um \\
Overall chip area & roughly 6400 sq um \\
Horizontal extent of the die & approximately 80 um \\
\multicolumn{2}{l}{\textbf{Yosys}} \\
Synth Cell Area & 214.0 sq um \\
Most area-consuming cells after synthesis & sky130\_fd\_sc\_hd\_\_nor2\_1, sky130\_fd\_sc\_hd\_\_or3b\_1, sky130\_fd\_sc\_hd\_\_nand3b\_1 \\
Count of distinct cell types in the synthesized netlist & 9 \\
Commonest cells in the synthesized netlist & sky130\_fd\_sc\_hd\_\_nor2\_1, sky130\_fd\_sc\_hd\_\_clkbuf\_1, sky130\_fd\_sc\_hd\_\_nand3b\_1, sky130\_fd\_sc\_hd\_\_or3b\_1, sky130\_fd\_sc\_hd\_\_nand2b\_1 \\
Summed standard-cell area reported by yosys & $\sim$210 sq um \\
Share of the synthesized area in the top cell type & 56.14\% \\
Biggest area consumer among synthesized cells & sky130\_fd\_sc\_hd\_\_nor2\_1 \\
Yosys cell count & around 47 \\
Sequential-to-total area share from yosys stat & 0\% \\
Total number of yosys warnings & 2 \\
Most popular library cell in the synthesized design by count & sky130\_fd\_sc\_hd\_\_nor2\_1 \\
Post-synthesis instance total & between 40 and 50 \\
Mean area per synthesized cell & approximately 4.6 sq um \\
\multicolumn{2}{l}{\textbf{Timing}} \\
Slew at the pin closest to its max-slew limit & 223.3 ps \\
Shortest period the worst path allows & approximately 1400 ps \\
Final setup violating endpoints & 21 \\
Hold Violations, Final & 0 \\
Highest clock rate & just over 700 MHz \\
Post-route clock period utilization & 115.3\% \\
Crit path setup slack, layout & -183.5 ps \\
Rel. slew slack & approximately 85\% \\
Final Max Tran Viols & 0 \\
Worst hold slack & 819.0 ps \\
Setup repair after global routing missed its margin & yes \\
\multicolumn{2}{l}{\textbf{Pwr}} \\
Internal cell power & 107.4 uW \\
Clock Power Share & 0\% \\
Net switching component of the power & between 80 and 90 uW \\
Proportion of total power due to net switching & between 40 and 50\% \\
Proportion of power drawn by flip-flops and latches & 0\% \\
Worst vdd ir & between 40 and 50 uV \\
Power Dens Cells & around 230 nW/um\^{}2 \\
Leakage power & 0.4050 nW \\
Combinational share of power & roughly 100\% \\
\multicolumn{2}{l}{\textbf{Hold path}} \\
Min-delay worst type & in2out \\
Worst Hold Depth & 4 \\
Worst min-delay path endpoint & out[13] \\
Worst hold path startpoint & sel[1] \\
\multicolumn{2}{l}{\textbf{Run}} \\
Max-capacitance violation count & 0 \\
Number of OpenROAD warnings & 34 \\
\multicolumn{2}{l}{\textbf{Finish}} \\
Number of flip-flops and latches & 0 \\
Fraction of final layout cells with drive strength greater than 1 & $\sim$80\% \\
FF+latch area & 0 sq um \\
Relative area change from synthesis to final layout & 286.5\% \\
Finished Cell Area & 827.0 sq um \\
Number of clock buffers in the layout & 0 \\
\hline
\end{tabular}
## kinds of logic after synthesis
logic type,after synthesis,synth area share [%]
buffers and inverters,3,5.263
and+or+nand+nor,44,94.74
## cell type report
type                       instances  area [sq um]
tap                               46         57.56
multi-input combinational         44         332.8
fill                             368          2589
timing repair buffer              57         436.7
## worst max-delay path by stage
stage                 endpoint   start  slack, ps  cells after the start
after CTS               out[2]  sel[0]       -180                      6
after global routing    out[2]  sel[4]       -220                      6
final                   out[2]  sel[4]       -180                      6
## power by group through the flow
stage / sequential, mW / clock [mW] / combinational [mW]
4_1_cts: 0 / 0 / 0.171
5_1_grt: 0 / 0 / 0.206
6_report: 0 / 0 / 0.193
## per-layer routing
metal	GRT usage, %	wire length [um]
met1	5.274	717
met2	8.989	871
met3	1.818	203
met4	0	0
met5	0	0
## what timing repair did
action	CTS	global route
hold buffers	0	0
endpoints found under the setup margin	32	30
pin swaps	36	16
buffers inserted	17	0
gates resized	150	24
## cell usage in the layout, fill, tap and decap left out
master and n:
sky130_fd_sc_hd__buf_2 28, sky130_fd_sc_hd__nor2_1 14, sky130_fd_sc_hd__buf_6 14, sky130_fd_sc_hd__nor2_2 11, sky130_fd_sc_hd__buf_4 8, sky130_fd_sc_hd__nor2_4 7, sky130_fd_sc_hd__or3b_4 3, sky130_fd_sc_hd__nand3b_1 3
sky130_fd_sc_hd__buf_8 3, sky130_fd_sc_hd__nand2b_4 2, sky130_fd_sc_hd__or3_4 1, sky130_fd_sc_hd__nand2_4 1, sky130_fd_sc_hd__or2_4 1, sky130_fd_sc_hd__nand3_4 1, sky130_fd_sc_hd__clkbuf_2 1, sky130_fd_sc_hd__dlygate4sd2_1 1
sky130_fd_sc_hd__clkdlybuf4s15_1 1, sky130_fd_sc_hd__clkdlybuf4s50_1 1
## tightest hold or removal path, stage by stage
cell	delay, ps
sky130_fd_sc_hd__buf_8	80
sky130_fd_sc_hd__or3b_4	130
sky130_fd_sc_hd__nor2_2	30
sky130_fd_sc_hd__buf_2	100
## stage by stage
stage / utilization, % / total power, mW / std cells / setup TNS, ps / setup WS, ps
global route: 24.21 / 0.2064 / 147 / -2632 / -221.6
detailed placement: 19.12 / 0.1120 / 130 / -24930 / -840.7
finish: 24.21 / 0.1931 / 147 / -1586 / -183.5
CTS: 22.12 / 0.1713 / 147 / -1716 / -182.6
global placement: 19.12 / 0.1107 / 130 / -24620 / -821.7
floorplan: - / 0.03595 / 47 / 0 / 214.1
Power figures rest on the tool's default switching activity, not on a simulated workload.
